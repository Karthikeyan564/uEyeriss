<file path="flow/design.v">
module approx_multi (a, b, r);
parameter K = 6;
parameter N = 16;
parameter M = 16;
input [N-1:0] a;
input [M-1:0] b;
output [(N+M)-1:0] r;
wire [K-3:0] m;
wire [K-3:0] n;
wire [N-1:0] l1;
wire [M-1:0] l2;
wire [(K*2)-1:0] tmp;
wire [$clog2(N)-1:0] k1;
wire [$clog2(M)-1:0] k2;
wire [$clog2(M)-1:0] p;
wire [$clog2(M)-1:0] q;
wire [$clog2(M):0] sum;
wire [K-1:0] mm;
wire [K-1:0] nn;
detect_1 #(K, N) u1(.input_a(a),.output_a(l1));
detect_1 #(K, M) u2(.input_a(b),.output_a(l2));
priorityencoder #(K, N) u3(.input_a(l1), .output_a(k1));
priorityencoder #(K, M) u4(.input_a(l2), .output_a(k2));
multiplexer #(K, N) u5(.input_a(a), .sel_line(k1), .out(m));
multiplexer #(K, M) u6(.input_a(b), .sel_line(k2), .out(n));
assign p=(k1>(K-1))?k1-(K-1):0;
assign q=(k2>(K-1))?k2-(K-1):0;
assign mm=(k1>K-1)?({1'b1,m,1'b1}):a[K-1:0];
assign nn=(k2>K-1)?({1'b1,n,1'b1}):b[K-1:0];
assign tmp=nn*mm;
assign sum=q+p;
barrelshifter #(K, N, M) u7(.input_a(tmp), .count(sum), .output_a(r));
endmodule
module barrelshifter (input_a, count, output_a);
parameter K = 6;
parameter N = 16;
parameter M = 16;
input [$clog2(M):0] count;
input [(K*2)-1:0] input_a;
output [(N+M)-1:0] output_a;
wire [(N + M)-1:0] tmp;
assign tmp = {{((N + M)-(K*2)){1'b0}}, input_a};
assign output_a=(tmp<<count);
endmodule
module drum (a, b, r, enable);
parameter K = 6;
parameter N = 16;
parameter M = 16;
input [(N-1):0] a;
input [(M-1):0] b;
input enable;
output reg [(N+M)-1:0] r;
wire [(N+M)-1:0] tmp_r;
wire [(N-1):0] tmp_a;
wire [(M-1):0] tmp_b;
wire out_sign;
assign tmp_a=(a[N-1]==1'b1)? ~a:a;
assign tmp_b=(b[M-1]==1'b1)? ~b:b;
assign out_sign=b[M-1]^a[N-1];
approx_multi #(K, N, M) U1 (.a(tmp_a), .b(tmp_b), .r(tmp_r));
always @ (posedge enable)
begin
if (out_sign)
	r <= ~tmp_r;
else
	r <= tmp_r;
end
endmodule
module detect_1 (input_a, output_a);
parameter K = 6;
parameter N = 16;
input [N-1:0] input_a;
output reg [N-1:0] output_a;
integer k;
reg [N-1:0]w;
always @(*)
    begin
        output_a[N-1]=input_a[N-1];
        w[N-1]=input_a[N-1]?0:1;
        for (k=N-2;k>=0;k=k-1)
	    begin
	        w[k]=input_a[k]?0:w[k+1];
	        output_a[k]=w[k+1]&input_a[k];
	    end
	end
endmodule
module multiplexer (input_a, sel_line, out);
parameter K = 6;
parameter N = 16;
input [$clog2(N)-1:0] sel_line;
input [N-1:0] input_a;
output reg [K-3:0] out;
integer i;
always @(*) begin
    out = 0;
    for (i = K; i<N; i=i+1) 
    begin 
        if (sel_line == i[$clog2(N)-1:0])
        begin
            out = input_a[i-1 -: K-2];  
        end            
    end
end
endmodule
module priorityencoder (input_a, output_a);
parameter K = 6;
parameter N = 16;
input [N-1:0] input_a;
output reg [$clog2(N)-1:0] output_a;
integer i;
    always @* 
    begin
        output_a = 0;
        for (i=N-1; i>=0; i=i-1)
        begin
           if (input_a[i]) 
           begin
              output_a = i[$clog2(N)-1:0]; 
           end 
        end
    end
endmodule
</file>
<file path="flow/run.sh">
#!/bin/bash
# OpenROAD 26Q1-2900-gdf79404cd8, Yosys 0.63+post, stock flow scripts
make -C /OpenROAD-flow-scripts/flow DESIGN_CONFIG=/design/flow/config.mk WORK_HOME=/design/flow/orfs finish
</file>
<file path="flow/config.mk">
export PLATFORM = sky130hd
export DESIGN_NAME = drum
export DESIGN_NICKNAME = drum
export VERILOG_FILES = /design/flow/design.v
export SDC_FILE = /design/flow/constraint.sdc
export NUM_CORES = 4
export LEC_CHECK = 1
export CORE_UTILIZATION = 40
</file>
<file path="flow/constraint.sdc">
current_design drum

set clk_period 17.8
set clk_io_pct 0.2

create_clock -name clk0 -period $clk_period [get_ports {enable}]

set non_clock_inputs [all_inputs -no_clocks]
set_input_delay [expr $clk_period * $clk_io_pct] -clock clk0 $non_clock_inputs
set_output_delay [expr $clk_period * $clk_io_pct] -clock clk0 [all_outputs]
</file>
==> summary.txt <==
outcome -> finished clean
Async SR Flop Fraction -> 0%
routed via count -> 6385
CP Max Fanout -> 20
tool warning count -> 31
HP Start -> a[15]
TritonCTS clock tree -> done
CORE AREA -> 0.01410 sq mm
RSZ-0062 raised after global routing -> false
Distinct lib cells used -> 78
post-synthesis cell area -> 0.005891 sq mm
die area -> 0.01522 sq mm
grt peak-use layer -> met1
Diodes inserted -> 0
Most flops, register -> r
Cell area leaders -> dfxtp_1 11%, ha_1 6.8%, xnor2_1 6.5%
top cells by count, synth -> 74 x nor2_1, 72 x nand2_1, 60 x inv_1, 45 x clkbuf_1, 44 x xnor2_1
grt met2 use -> 35.96%
Gate power share -> 82.0%
clock share of power -> 8.1%
core utilization at floorplan -> 41.79%
Syn Inst Count -> 818
largest net degree at the start of global routing -> 54
DR iter-0 viols -> 756
Gate Area -> 0.004741 sq mm
drt wl/cell -> 17.31 um
Pwr Density -> 184.2 mW/mm^2
Flop pwr share -> 9.9%
data arrival time of the critical path -> 12840 ps
Startpoint Class -> primary input
Reg area -> 640.6 sq um
Crit path required time -> 17940 ps
first-pass GRT wire length -> 28570 um
Yosys Instances -> 818
clock sink total -> 32
Setup TNS Final -> 0 ps
vias in the first global route -> 5582
Setup crit start -> a[14]
Net Switching -> 0.0006018 W
router iterations before antenna repair -> 6
postcts setup bufs -> 0
number of I/O port buffers -> 64
DP Wirelength -> 13330 um
Post-DRT Antenna Nets -> 0
DIE HEIGHT -> 123.4 um
most frequent cell after synthesis -> nor2_1
Synth area leader -> dfxtp_1
initial antenna violation count -> 0
delay-heaviest family, CP -> AND-OR/OR-AND gates
Final Setup Violations -> 0
DRC -> 0
largest registers -> r: 32 flops
H-tree levels -> 2
Hold Crit Class -> in2reg
CTS Root Cell -> clkbuf_16
switching share of power -> 48.45%
GRT Total Usage -> 23.98%
max reg flops -> 32
Yosys reg bits -> 32
slew margin rel. -> 50.71%
total of max-cap violations -> 0
share of post-route cells with drive strength above 1 -> 6.595%
fillcell total -> 1368
Congestion Overflow GR -> 0
area delta synth->final -> 14.46%
Synth Seq Share -> 10.88%
Yosys Chip Area -> 0.005891 sq mm
Ports -> 65
hold-fix buffers at CTS -> 0
Final Wtd Congestion -> 1.035
synth warn -> 4
fin. max-slew vios -> 0
cell internal pwr -> 0.0006403 W
crit path buf inv count -> 4
Critical-path top delay cell -> ha_1
WS Path Type -> in2reg
routed vias/inst -> 6.297
VDD IR max -> 0.1017 mV
syn_area_per_cell -> 7.201 sq um
met3 usage -> 3.766%
Final Power -> 0.001242 W
Leak -> 2.596 nW
clock buffer depth -> 2
row count -> 43
main flop type -> dfxtp_1
Die W -> 123.4 um
CP peak stage delay -> 740 ps
Final Cycle Share -> 71.31%
post-cts sizing count -> 0
final number of hold-violating endpoints -> 0
Top-area cell share -> 10.88%
DRT Wirelength -> 17560 um
grt met1 use -> 37.23%
Fmax -> 78.79 MHz
Worst-path clk slew -> 50 ps
flip-flops with a built-in enable -> 0
crit path capture type -> register
Least-Margin Pin Slew -> 727.8 ps
CTS buffer count -> 5
Period minus WS final -> 12690 ps
==> cell type report <==
class / instances / area share (%)
clock buffer: 7 / 2.264
clock inverter: 1 / 0.4454
inverter: 62 / 3.451
multi-input combinational: 656 / 70.31
sequential: 32 / 9.501
tap: 180 / 3.340
timing repair buffer: 76 / 10.69
==> worst paths after layout <==
check    end  slack (ps)  cells past startpoint
max    r[31]        5110                     29
min    r[15]        4430                      5
==> stage by stage <==
step                      setup WS (ps)  cells  util (%)  cell area, sq um  hold WS [ps]
final                              5107   1014     47.83              6743          4430
after global routing               4396   1014     47.83              6743          4481
after CTS                          5284   1014     47.83              6743          4413
after detailed placement           5000   1006     46.54              6560          4219
after global placement             4994   1006     46.54              6560          4218
after floorplan                    7120    818         -              5891          3818
==> cells by family (layout without fill, tap and decap cells) <==
family,count (synthesis),count (layout),synth area share (%)
simple gates,259,259,20.86
flops,32,32,10.88
fa+ha+maj,50,50,12.91
buf+inv,130,146,8.964
compound gates,272,272,34.41
xor+xnor,62,62,9.218
mux,13,13,2.761
==> power by group through the flow <==
stage                 clock network, W  registers (W)  logic, W
final                         0.000101       0.000123   0.00102
after global routing          0.000107       0.000127   0.00114
after CTS                     0.000102       0.000124   0.00101
==> layer usage <==
metal / part of all wire, % / vias up
li1: - / 3040
met1: 46 / 2977
met2: 44 / 339
met3: 8.1 / 29
met4: 1.6 / 0
met5: 0 / -
==> layout by cell type (no fill, tap or decap), types with 5 or more instances in the layout <==
cell,instances
nor2_1,74
and3_1,6
a22oi_1,10
mux2i_1,5
a211oi_1,9
a32oi_1,7
a31oi_1,8
nor3_1,16
buf_4,12
inv_1,60
xor2_1,17
clkdlybuf4s50_1,62
a21oi_1,42
nand4_1,7
o21ai_0,43
a221o_1,18
nand2_1,72
o31ai_1,7
and2_1,9
mux2_2,6
a221oi_1,16
a21o_1,6
o22ai_1,15
dfxtp_1,32
a211o_1,5
nand2b_1,15
o211ai_1,13
xnor2_1,44
ha_1,32
o221ai_1,24
or2_2,8
nor4_1,5
nor2b_1,13
clkbuf_16,5
fa_1,18
nand3_1,21
Power figures rest on the tool's default switching activity, not on a simulated workload.
