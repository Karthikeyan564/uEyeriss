File: /design/flow/run.sh
#!/bin/bash
# OpenROAD 26Q1-2900-gdf79404cd8, Yosys 0.63+post, stock flow scripts
make -C /OpenROAD-flow-scripts/flow DESIGN_CONFIG=/design/flow/config.mk WORK_HOME=/design/flow/orfs finish
File: /design/flow/config.mk
export PLATFORM = sky130hd
export DESIGN_NAME = router_iact
export DESIGN_NICKNAME = router_iact
export VERILOG_FILES = /design/flow/design.v
export SDC_FILE = /design/flow/constraint.sdc
export NUM_CORES = 4
export LEC_CHECK = 1
export CORE_UTILIZATION = 30
File: /design/flow/constraint.sdc
current_design router_iact

set clk_period 2.1
set clk_io_pct 0.2

create_clock -name clk0 -period $clk_period [get_ports {clk}]

set non_clock_inputs [all_inputs -no_clocks]
set_input_delay [expr $clk_period * $clk_io_pct] -clock clk0 $non_clock_inputs
set_output_delay [expr $clk_period * $clk_io_pct] -clock clk0 [all_outputs]
File: /design/flow/design.v
`timescale 1ns / 1ps
module router_iact #( parameter DATA_BITWIDTH = 16,
						parameter ADDR_BITWIDTH_GLB = 10,
						parameter ADDR_BITWIDTH_SPAD = 9,
						parameter int X_dim = 5,
                        parameter int Y_dim = 3,
                        parameter int kernel_size = 3,
                        parameter int act_size = 5,
						parameter A_READ_ADDR =100, 
                        parameter A_LOAD_ADDR = 0
					)
					(	input clk,
						input reset,
						input [DATA_BITWIDTH-1 : 0] r_data_glb_iact,
						output logic [ADDR_BITWIDTH_GLB-1 : 0] r_addr_glb_iact,
						output logic read_req_glb_iact,
						output logic [DATA_BITWIDTH-1 : 0] w_data_spad,
						output logic load_en_spad,
						input load_spad_ctrl
					);
		enum logic [2:0] {IDLE=3'b000, READ_GLB=3'b001, WRITE_SPAD=3'b010, READ_GLB_0=3'b011} state;
		logic [4:0] filt_count;
		always@(posedge clk) begin
			if(reset) begin
				read_req_glb_iact <= 0;
				r_addr_glb_iact <= 0;
				load_en_spad <= 0;
				filt_count <= 0;
				state <= IDLE;
			end else begin
				case(state)
					IDLE:begin
						if(load_spad_ctrl) begin
							read_req_glb_iact <= 1;
							r_addr_glb_iact <= A_READ_ADDR;
							state <= READ_GLB;
						end else begin
							read_req_glb_iact <= 0;
							load_en_spad = 0;
							state <= IDLE;
						end
					end
					READ_GLB:begin
						filt_count <= filt_count + 1;
						r_addr_glb_iact <= r_addr_glb_iact + 1;
						w_data_spad <= r_data_glb_iact;
						state <= WRITE_SPAD;
					end
					WRITE_SPAD:begin
						load_en_spad <= 1;
						if(filt_count == (act_size**2)) begin
							w_data_spad <= r_data_glb_iact;
							filt_count <= 0;
							r_addr_glb_iact <= A_READ_ADDR;
							state <= IDLE;
						end else begin
							w_data_spad <= r_data_glb_iact;
							filt_count <= filt_count + 1;
							r_addr_glb_iact <= r_addr_glb_iact + 1;
							state <= WRITE_SPAD;
						end
					end
				endcase
			end
		end
endmodule
==> reports/metrics.yaml <==
clkLatencyLatePin_ns: 0.28
routedWlPerCell_um: 12.8
drt_wl_total_mm: 2.90
final_antenna_net_count: 0
drc: 0
path_depth: 1
end_kind: "primary output"
ios: 47
chipArea_mm2: 0.00503
grt_busiest_layer: "met1"
flop_cell: "dfxtp_1"
openroad.warnings: 26
final_layout_top_logic_cell: "clkdlybuf4s50_1"
ys_warn_count: 1
grt_use_total: 0.122
met3_usage: 0.0390
cts_sinks: 36
hold_violations: 0
path_buffers: 1
first_global_vias: 1072
fp_util: 0.319
clock_skew_ns: 0.00509
setup_tns_ns: 0
die_width_um: 71.0
outcome: "completed"
syn_to_final_growth_pct: 42.4
adder_share: 0.0263
synth-seq-cells: 36
edf_count: 16
cts_buffers: 5
report.final.slew_viol_count: 0
worstPathArrival_ns: 1.31
postCtsResizedCells: 0
met1_usage: 0.194
grt_pass1_wl_mm: 4.89
max_stage_delay_ns: 0.55
postCtsSetupRepairBufs: 0
cts.reportedPaths.clkPinSlew_ns: 0.07
rrSetupSlack_ns: 0.50
postSynthSeqShare: 0.618
peakVddDrop_v: 0.000300
worstPathCellList: "clkdlybuf4s50_1"
gp_congestion: 0.780
cp_slowest_cell: "clkdlybuf4s50_1"
rows: 24
async_reset_ff_frac: 0
p_leak_uw: 0.000732
fin_crit_ns: 1.73
top_area_cell: "edfxtp_1"
antenna_found_initial: 0
core_mm2: 0.00447
synth_area_per_cell_um2: 11.6
grt_start_max_net_pins: 17
ctsHtreeMaxLevel: 2
ctsHoldBuffers: 0
top_area_frac: 0.337
drv_cap: 0
ff2ff_path_depth: 4
final_cell_mix: "46 x clkdlybuf4s50_1, 20 x dfxtp_1, 16 x edfxtp_1, 13 x nor2_1, 10 x a21oi_1"
crit_type: "reg2out"
p_per_area_mw_per_mm2: 709
topCombFamilyByArea: "simple AND/OR/NAND/NOR gates"
final_util: 0.454
drt_pass1_iterations: 24
worst_pin_slew_ns: 0.366
port-buffer-count: 46
grt_overflow: 0
cts_tree: "yes"
setup-violations-final: 0
area_leaders: "edfxtp_1 34%, dfxtp_1 28%, xor2_1 3.7%"
post-dp-hpwl_mm: 2.08
n_antenna_cell: 0
critPathMaxFanout: 9
ys_sh_simple: 0.184
yosys_cells: 123
synth.area.mux_share: 0
die_h_um: 71.0
synth_cells: 123
fmax_mhz: 579
layout-drive-gt1-share: 0.0743
aoi_share: 0.104
cts_buffer_depth: 2
vias: 1119
met2_usage: 0.174
relSlewSlack: 0.755
netlist_area_mm2: 0.00143
required_ns: 1.68
critical_path.top_delay_family: "buffers and inverters"
rsz0062_at_grt: "no"
startpoint_type: "flop"
vias_per_cell: 4.93
hold_slack_ns: 0.470
yosys_area_mm2: 0.00143
holdPathStages: 2
yosysUniqueCellTypes: 33
period_used_share: 0.822
yosys.area_share.xor_xnor: 0.0368
cts_root_buf: "clkbuf_8"
hold_class: "reg2reg"
drt-initial-drc-count: 55
==> layer usage <==
metal  wire (um)  part of all wire  vias to the layer above
met1        1420              0.49                      496
li1            -                 -                      555
met4          27            0.0093                        0
met3         311              0.11                        2
met5           0                 0                        -
met2        1140              0.39                       66
==> kinds of logic (layout without fill, tap and decap cells) <==
kind of cell,count (synthesis),count (layout)
simple gates,47,47
flops,36,36
compound gates,24,24
buf+inv,7,59
xor+xnor,6,6
fa+ha+maj,3,3
==> sequential cells by signal, indices dropped and copies added (netlist names) <==
signal and cells:
state 3, r_addr_glb_iact 10, load_en_spad 1, w_data_spad 16
read_req_glb_iact 1, filt_count 5
==> stage by stage <==
step	instance area [um2]	setup slack, ns	total power, uW	instances
finish	2030	0.374	1440	227
global route	2030	0.289	1510	227
floorplan	1430	0.380	869	123
global placement	1940	0.235	961	219
detailed placement	1940	0.218	963	219
CTS	2030	0.363	1460	227
==> path summary, 6_finish.rpt <==
kind,from,to
setup / recovery,r_addr_glb_iact[2],r_addr_glb_iact[2]
hold / removal,read_req_glb_iact,read_req_glb_iact
setup reg to reg,state[1],r_addr_glb_iact[9]
hold reg to reg,read_req_glb_iact,read_req_glb_iact
==> final cells by class <==
class	count	area, um2
fillers	409	2440
inverters	2	7.51
clock inverters	2	10.0
clock buffers	6	82.6
flip-flops and latches	36	881
multi-input cells	80	502
repair buffers	49	483
well taps	52	65.1
==> synthesized netlist by cell type, drive strengths merged, types with 2 or more instances <==
cell type / number
or3: 4
o21ai: 4
nor2: 13
a21o: 4
xor2: 6
inv: 2
nand2b: 3
and2: 3
and4: 2
dfxtp: 20
buf: 4
nand3: 4
nand4: 6
nand2: 4
nor3: 3
edfxtp: 16
ha: 3
a21oi: 10
==> where the power goes <==
part	internal, uW	total (uW)	switching, uW
Sequential	765	793	28.0
Combinational	97.8	155	56.9
Clock	261	492	230
Power and IR drop assume default switching activity.
